<file path="design/flow/design.v">
module DFF(clk, en, in, out);
  parameter n = 1 ;   
  input clk, en ;
  input [n-1:0] in ;
  output [n-1:0] out ;
  reg [n-1:0] out ;
  always @(posedge clk)
    if (en==1)
      out = in ;
endmodule
module Debounce(clk, rst, switch, deb_signal) ;
  input clk, rst, switch ;
  output deb_signal ;
  wire [9:0] count ;
  wire enable, enable_next, enable_next1, deb_signal_next, clear ;
  gCounter #(10) delay(clk, clear, clear|enable, count) ;
  assign deb_signal_next = rst ? 1'b0 : (count[9] & switch) ;
  assign clear = rst | (~switch & count[2]) ;
  assign enable_next1 = (~switch & ~deb_signal) ? enable : (switch & ~deb_signal) ;
  assign enable_next = rst ? 1'b0 : enable_next1 ;
  DFF #(1) deb_reg(clk, 1'b1, deb_signal_next, deb_signal);
  DFF #(1) enable_reg(clk, 1'b1, enable_next, enable);
endmodule
module Gamepad(clk, rst, right_in, left_in, c_start, a_b, down_in, up_in, right_out, left_out, c_out, a_out, down_out, up_out) ;
  input clk, rst, right_in, left_in, c_start, a_b, down_in, up_in ;
  output right_out, left_out, c_out, a_out, down_out, up_out ;
  Debounce switch1(clk, rst, ~right_in, right_out) ;
  Debounce switch2(clk, rst, ~left_in, left_out) ;
  Debounce switch3(clk, rst, ~down_in, down_out) ;
  Debounce switch4(clk, rst, ~up_in, up_out) ;
  Debounce switch5(clk, rst, ~c_start, c_out) ;
  Debounce switch6(clk, rst, ~a_b, a_out) ;
endmodule  
module gCounter (clk, rst, en, count);
  parameter n=3;
  input clk, rst, en;
  output [n-1:0] count;
  wire [n-1:0] next_count, count;
  DFF #(n) count_reg(clk, en, next_count, count);
  assign next_count = rst ? {n{1'b0}} : (count+1);
endmodule
</file>
<file path="design/flow/run.sh">
#!/bin/bash
# OpenROAD 26Q1-2900-gdf79404cd8, Yosys 0.63+post, stock flow scripts
make -C /OpenROAD-flow-scripts/flow DESIGN_CONFIG=/design/flow/config.mk WORK_HOME=/design/flow/orfs finish
</file>
<file path="design/flow/constraint.sdc">
current_design Gamepad

set clk_period 2.2
set clk_io_pct 0.2

create_clock -name clk0 -period $clk_period [get_ports {clk}]

set non_clock_inputs [all_inputs -no_clocks]
set_input_delay [expr $clk_period * $clk_io_pct] -clock clk0 $non_clock_inputs
set_output_delay [expr $clk_period * $clk_io_pct] -clock clk0 [all_outputs]
</file>
<file path="design/flow/config.mk">
export PLATFORM = sky130hd
export DESIGN_NAME = Gamepad
export DESIGN_NICKNAME = Gamepad
export VERILOG_FILES = /design/flow/design.v
export SDC_FILE = /design/flow/constraint.sdc
export NUM_CORES = 4
export LEC_CHECK = 1
export CORE_UTILIZATION = 50
</file>
==> GITHUB_STEP_SUMMARY <==
### Yosys + OpenROAD results

| Metric | Value |
|---|---|
| #FFs+latches synth | 72 |
| All-Layer GR Usage | 17.9% |
| FILL cells | 523 |
| Cell count in the Yosys report | 310 |
| Antenna cell count | 0 |
| DR vias | 2276 |
| Clock Skews | 8.59 ps |
| CTS tree | yes |
| Worst-path maximum fanout | 23 |
| Pwr Density | 830 nW/um2 |
| Int Pwr | 2370 uW |
| Routed Antenna Nets | 0 |
| Register share of total power | 59.2% |
| Post-synthesis mux area share | 1.16% |
| # hold bufs at CTS | 0 |
| Worst Hold Slack | 432 ps |
| Maximum vdd drop | 479 uV |
| Combinational Area | 1330 um2 |
| Drt first pass iters | 4 |
| Worst Tran Pin Value | 439 ps |
| H-tree depth | 3 |
| Startpoint types | primary input |
| Switching power share of the total | 26.2% |
| Initial Utilization | 53.0% |
| RSZ-0062 raised after global routing | no |
| Ports | 14 |
| WP data arrival | 1630 ps |
| CP required | 2200 ps |
| Cell area after synthesis | 3460 um2 |
| Finished Core Util | 59.3% |
| Overflow after GRT | 0 |
| Via density | 5.50 |
| Worst R2R Start | switch6.delay.count_reg.out[0] |
| Detailed Route WL | 5580 um |
| Gp weighted congestion | 0.779 |
| Gate Count Post-Synth | 310 |
| R2R Setup Slk | 600 ps |
| Count of tool warnings | 25 |
| Crit path capture type | flop |
| WL per Instance | 13.5 um |
| Initial antenna violation count | 0 |
| HP Start | switch3.deb_reg.out |
| Fmax achieved | 615 MHz |
| Die X | 85.2 um |
| Most frequent logic cell in the layout | edfxtp_1 |
| Hold Crit Depth | 1 |
| Chip Area, Yosys | 3460 um2 |
| Crit path kind | primary input to flop |
| Xor/xnor share | 4.56% |
| Synth logic family | simple AND/OR/NAND/NOR gates |
| Synth warnings | 2 |
| CTS Sinks | 72 |
| Iteration-0 DRC Markers | 88 |
| Hold Crit Class | flop to flop |
| Post-Syn Area per Cell | 11.2 um2 |
| Die Area | 7260 um2 |
| Clock transition at path regs | 70 ps |
| CTS max path bufs | 2 |
| Reg2Reg Depth | 4 |
| Layout cell share with drive strength beyond 1 | 6.23% |
| Leakage | 0.00134 uW |
| Adder Share, Synth | 2.17% |
| Minimum clock period | 1630 ps |
| Resize count post-CTS | 0 |
| Simple Share, Synth | 19.1% |
| RR Endpoint | switch6.delay.count_reg.out[8] |
| Post-route DRC violation count | 0 |
| Seq/Total Area, Yosys | 59.0% |
| Status | finished clean |
| CTS root buffer | clkbuf_8 |
| NetSw | 842 uW |
| Final setup viols | 0 |
| Most frequent cells in the layout | edfxtp_1, a21oi_1, nor2_1, nand2_1, nand3_1 |
| Clk latency late pin | 340 ps |
| MaxCap Viol Count | 0 |
| Synth unique cells | 30 |
| I/O Buffers | 13 |
| Clock share of power | 28.4% |
| First-pass GRT wire length | 9750 um |
| Hold Path Sink | switch3.enable_reg.out |
| Syn-to-layout area delta | 11.9% |
| FF+latch area | 2040 um2 |
| AO/OA Area Share | 11.5% |
| Slew HR | 70.7% |
| Die H | 85.2 um |
| Setup bufs post-CTS | 0 |
| Final hold vios | 0 |
| Core footprint | 6530 um2 |
| Final Cycle Share | 73.9% |
| CTS buffer count | 9 |
| Comb pwr share | 12.4% |
| HPWL Detailed | 3770 um |
| Largest net degree at the start of global routing | 24 |
| Setup TNS | 0 ps |
| Vias in the first global route | 2220 |
| Pins Over Slew Limit | 0 |
| Row count | 29 |
[how the worst max path moves through the flow]
stage,startpoint,to,slack [ps],cells after the start
CTS,switch6.deb_reg.out,a_out,570,1
global route,rst,switch1.delay.count_reg.out[1],440,4
finish,rst,switch3.delay.count_reg.out[0],570,4
[cells in the mapped netlist]
cell type	number	area share (%)
edfxtp_1	60	52
a21oi_1	30	4.3
nor2_1	25	2.7
nand2_1	20	2.2
nand3_1	20	2.9
or3_1	19	3.4
inv_1	18	2.0
o21ai_0	18	2.6
dfxtp_1	12	6.9
xor2_1	11	2.8
o31ai_1	7	1.5
xnor2_1	7	1.8
a211oi_1	6	1.3
a21o_1	6	1.3
ha_1	6	2.2
nor3b_1	6	1.3
or4_1	6	1.3
and2_1	5	0.90
nand2b_1	5	0.90
mux2i_1	4	1.2
nand4_2	4	1.4
nor4_1	4	0.72
buf_2	2	0.29
clkbuf_1	2	0.22
nand4_1	2	0.36
a21oi_2	1	0.25
buf_1	1	0.11
nand4_4	1	0.61
o21ai_1	1	0.14
or4_4	1	0.33
[final cells by class]
cell class                 count  share of cell area [%]
timing repair buffer          16                    4.27
clock buffer                  16                    4.40
multi-input combinational    215                    34.4
tap                           77                    2.49
inverter                      18                    1.75
sequential                    72                    52.7
[through the flow]
step                      area [um2]  instances  power [uW]  setup slack [ps]
after detailed placement        3700        398        2330               219
after global placement          3700        398        2330               252
after floorplan                 3460        310        2190               747
final                           3870        414        3210               573
after CTS                       3870        414        3250               571
after global routing            3870        414        3410               443
[power groups by stage]
stage         logic [uW]  clock network, uW  registers [uW]
CTS                  405                944            1900
finish               400                912            1900
global route         464               1000            1940
[layer usage]
metal  vias up  GRT usage [%]  wire [um]
li1       1201              -          -
met1      1039           30.0       2760
met2        25           27.4       2530
met3        11           3.26        167
met4         0           2.93        121
met5         -              0          0
[state kept, by name (all words and copies together) (netlist names)]
name	cells
switch5.delay.count_reg.out	10
switch3.delay.count_reg.out	10
switch1.enable_reg.out	1
switch1.delay.count_reg.out	10
switch4.enable_reg.out	1
switch5.deb_reg.out	1
switch5.enable_reg.out	1
switch2.enable_reg.out	1
switch3.deb_reg.out	1
switch6.delay.count_reg.out	10
switch1.deb_reg.out	1
switch3.enable_reg.out	1
switch2.delay.count_reg.out	10
switch6.enable_reg.out	1
switch4.deb_reg.out	1
switch2.deb_reg.out	1
switch6.deb_reg.out	1
switch4.delay.count_reg.out	10
[kinds of logic (layout without fill, tap and decap cells)]
group                      after synthesis  after routing
AOI/OAI and AO/OA                       69             69
xor gates and xnor gates                18             18
adders and majority gates                6              6
buffers and inverters                   23             50
DFF                                     72             72
muxes                                    4              4
and+or+nand+nor                        118            118
[worst max-delay path, stage by stage]
cell	delay [ps]
clkdlybuf4s50_1	440
buf_12	170
a21oi_1	240
nand2_1	320
Power figures rest on the tool's default switching activity, not on a simulated workload.
