$ cat design/flow/design.v
module MaskGen(xmap,dist,mask);
	input[5:0] xmap;
	input [1:0] dist;
	output [63:0] mask;
	reg [63:0] mask1;
	assign mask = mask1;
	always@(xmap or dist) begin
		case(xmap)
		6'd0: mask1 = {62'd0, dist[1], dist[0]};
		6'd2: mask1 = {60'd0, dist[1], dist[0], 2'd0};
		6'd4: mask1 = {58'd0, dist[1], dist[0], 4'd0};
		6'd6: mask1 = {56'd0, dist[1], dist[0], 6'd0};
		6'd8: mask1 = {54'd0, dist[1], dist[0], 8'd0};
		6'd10: mask1 = {52'd0, dist[1], dist[0], 10'd0};
		6'd12: mask1 = {50'd0, dist[1], dist[0], 12'd0};
		6'd14: mask1 = {48'd0, dist[1], dist[0], 14'd0};
		6'd16: mask1 = {46'd0, dist[1], dist[0], 16'd0};
		6'd18: mask1 = {44'd0, dist[1], dist[0], 18'd0};
		6'd20: mask1 = {42'd0, dist[1], dist[0], 20'd0};
		6'd22: mask1 = {40'd0, dist[1], dist[0], 22'd0};
		6'd24: mask1 = {38'd0, dist[1], dist[0], 24'd0};
		6'd26: mask1 = {36'd0, dist[1], dist[0], 26'd0};
		6'd28: mask1 = {34'd0, dist[1], dist[0], 28'd0};
		6'd30: mask1 = {32'd0, dist[1], dist[0], 30'd0};
		6'd32: mask1 = {30'd0, dist[1], dist[0], 32'd0};
		6'd34: mask1 = {28'd0, dist[1], dist[0], 34'd0};
		6'd36: mask1 = {26'd0, dist[1], dist[0], 36'd0};
		6'd38: mask1 = {24'd0, dist[1], dist[0], 38'd0};
		6'd40: mask1 = {22'd0, dist[1], dist[0], 40'd0};
		6'd42: mask1 = {20'd0, dist[1], dist[0], 42'd0};
		6'd44: mask1 = {18'd0, dist[1], dist[0], 44'd0};
		6'd46: mask1 = {16'd0, dist[1], dist[0], 46'd0};
		6'd48: mask1 = {14'd0, dist[1], dist[0], 48'd0};
		6'd50: mask1 = {12'd0, dist[1], dist[0], 50'd0};
		6'd52: mask1 = {10'd0, dist[1], dist[0], 52'd0};
		6'd54: mask1 = {8'd0, dist[1], dist[0], 54'd0};
		6'd56: mask1 = {6'd0, dist[1], dist[0], 56'd0};
		6'd58: mask1 = {4'd0, dist[1], dist[0], 58'd0};
		6'd60: mask1 = {2'd0, dist[1], dist[0], 60'd0};
		6'd62: mask1 = {dist[1], dist[0], 62'd0};
		default: mask1 = 64'd0;	
		endcase
	end
endmodule	  
$ cat design/flow/run.sh
#!/bin/bash
# OpenROAD 26Q1-2900-gdf79404cd8, Yosys 0.63+post, stock flow scripts
make -C /OpenROAD-flow-scripts/flow DESIGN_CONFIG=/design/flow/config.mk WORK_HOME=/design/flow/orfs finish
$ cat design/flow/config.mk
export PLATFORM = sky130hd
export DESIGN_NAME = MaskGen
export DESIGN_NICKNAME = MaskGen
export VERILOG_FILES = /design/flow/design.v
export SDC_FILE = /design/flow/constraint.sdc
export NUM_CORES = 4
export LEC_CHECK = 1
export CORE_AREA = 10 10 70 70
export DIE_AREA = 0 0 80 80
$ cat design/flow/constraint.sdc
current_design MaskGen

set clk_period 2.0
set clk_io_pct 0.2

create_clock -name clk0 -period $clk_period

set non_clock_inputs [all_inputs -no_clocks]
set_input_delay [expr $clk_period * $clk_io_pct] -clock clk0 $non_clock_inputs
set_output_delay [expr $clk_period * $clk_io_pct] -clock clk0 [all_outputs]
==> insert_results.sql <==
-- implementation run metrics
INSERT INTO impl_metrics (metric_group, metric, value, unit) VALUES
('outcome', 'status', 'complete, no violations', ''),
('synth', 'yosys.area.top_type_share', '0.337', ''),
('sta', 'rsz_0062_raised_after_global_routing', 'yes', ''),
('hold_path', 'min-delay-path-class', 'primary input to primary output', ''),
('critical_path', 'timing_worst_setup_path_type', 'primary input to primary output', ''),
('global_routing', 'groute.layer.met1.usage', '0.121', ''),
('synth', 'syn_area', '546', 'sq um'),
('sta', 'max_slew.worst_pin.slew', '126', 'ps'),
('synth', 'synth.yosys.chip_area', '546', 'sq um'),
('synth', 'postSynthSeqShare', '0', ''),
('critical_path', 'timing.critical_path.to_type', 'primary output', ''),
('layout', 'postLayoutCoreUtil', '0.490', ''),
('sta', 'setup_viol', '0', ''),
('synth', 'post_synth_inst_count', '96', ''),
('flow_run', 'stage_log_warnings', '34', ''),
('sta', 'hold_violations', '0', ''),
('drt', 'route.antenna.remaining_nets', '0', ''),
('critical_path', 'crit_path_start', 'xmap[2]', ''),
('sta', 'max_clock_freq', '500', 'MHz'),
('layout', 'layoutNonFillerInstCount', '247', ''),
('layout', 'seqCellArea', '0', 'sq um'),
('drt', 'drt-initial-drc-count', '12', ''),
('critical_path', 'timing.critical_path.to', 'mask[40]', ''),
('global_routing', 'grt_start_max_net_pins', '12', ''),
('global_routing', 'globalRoute.totalOverflow', '0', ''),
('drt', 'routed_via_density', '4.12', ''),
('synth', 'topCellsByArea', 'nor2_1 34%, nor2_2 17%, nand4bb_1 14%', ''),
('layout', 'final_common_cell', 'dlygate4sd2_1', ''),
('sta', 'slew_limit_headroom', '0.915', ''),
('layout', 'drive_gt1_frac', '0.507', ''),
('placement', 'globalplace.congestion', '0.755', ''),
('die', 'die-area', '6400', 'sq um'),
('placement', 'portBuffers', '72', ''),
('critical_path', 'cp.required', '1600', 'ps'),
('critical_path', 'cp_max_fo', '7', ''),
('synth', 'ys_cells', '96', ''),
('critical_path', 'timing.critical_path.from_type', 'primary input', ''),
('drt', 'antenna_cells', '0', ''),
('die', 'floorplan.die.width', '80', 'um'),
('global_routing', 'grt_most_used_layer', 'met2', ''),
('layout', 'layout.filler_cells', '331', ''),
('global_routing', 'grt_antenna_before_repair', '0', ''),
('synth', 'postSynthAreaPerCell', '5.68', 'sq um'),
('sta', 'fin_crit_sh', '1.00', ''),
('drt', 'firstDrtPassIters', '4', ''),
('drt', 'drc_errors', '0', ''),
('power_and_ir_drop', 'peakVddDrop', '0.0471', 'mV'),
('layout', 'clock_buffers', '0', ''),
('drt', 'dr_total_vias', '1018', ''),
('global_routing', 'globalRouteMet2Util', '0.159', ''),
('flow_run', 'cap_viol_max_count', '0', ''),
('drt', 'drt-wirelength-per-cell', '14.2', 'um'),
('global_routing', 'grt_pass1_wl', '5.08', 'mm'),
('placement', 'place_inst', '219', ''),
('clock_network', 'holdBufCountCts', '0', ''),
('global_routing', 'track_usage', '0.0947', ''),
('die', 'die-height', '80', 'um'),
('die', 'core_area', '3420', 'sq um'),
('layout', 'lay_top_cells', '35 x dlygate4sd2_1, 33 x buf_4, 32 x nor2_1', ''),
('drt', 'routed_wl', '3.50', 'mm'),
('die', 'io_pins', '72', ''),
('synth', 'netlist-cell-type-count', '10', ''),
('layout', 'syn2layout_area_growth', '207', '%'),
('power_and_ir_drop', 'power_density', '76.9', 'nW/um^2'),
('synth', 'post_synth_top_area_cell', 'nor2_1', ''),
('power_and_ir_drop', 'cellLeakagePower', '0.000940', 'uW'),
('placement', 'place_hpwl', '2.62', 'mm'),
('layout', 'flop-count', '0', ''),
('critical_path', 'critPathArrivalTime', '1600', 'ps'),
('global_routing', 'vias_in_the_first_global_route', '990', ''),
('global_routing', 'grt.met3_usage', '0.0330', ''),
('sta', 'maxSlewViolCount', '0', ''),
('sta', 'finalWorstPathRequiredPeriod', '2000', 'ps'),
('die', 'core_util_floorplan', '0.160', ''),
('synth', 'synthesis.yosys.warnings', '1', ''),
('die', 'row_count', '21', '');
## through the flow
stage	TNS, ps	instance area, sq um	setup WS (ps)	total power (uW)	hold WS, ps
6_report	0	1680	0.704	129	1210
5_1_grt	-275	1680	-72.2	138	1230
4_1_cts	-161	1510	-161	111	1290
2_1_floorplan	0	546	371	42.4	1020
3_5_place_dp	-38400	1380	-737	92.9	1980
3_3_place_gp	-37220	1380	-698	91.5	1980
## cells in the mapped netlist (all sizes together)
library cell,instances
buf,15
nand4b,3
or4,1
nor2,64
nand4bb,7
or4b,5
clkbuf,1
## how the worst min path moves through the flow
| stage | from | endpoint | slack, ps | depth (start not counted) |
|---|---|---|---|---|
| 4_1_cts | xmap[5] | mask[2] | 1290 | 4 |
| 5_1_grt | xmap[0] | mask[37] | 1230 | 4 |
| 6_report | xmap[0] | mask[37] | 1210 | 4 |
## routing by layer
layer  wire length, um  part of all wire
met3               333             0.095
met4                 0                 0
met2              1650              0.47
met1              1520              0.43
met5                 0                 0
## where the power goes
group	internal (uW)	switching [uW]	leakage (uW)
clock network	0	0	0
logic	72.9	55.9	0.000940
registers	0	0	0
total	72.9	55.9	0.000940
## critical path, stage by stage
cell and delay [ps]:
buf_4 130, or4b_1 520, buf_6 150, buf_4 140
nor2_1 90, clkdlybuf4s15_1 180
## layout make-up
| class | count | area (sq um) | share of cell area |
|---|---|---|---|
| timing repair buffer | 121 | 1080 | 0.643 |
| multi-input combinational | 80 | 541 | 0.323 |
| tap | 46 | 57.6 | 0.0344 |
## cells by family (layout without fill, tap and decap cells)
logic type             count (synthesis)  count (layout)  synth area share
AND/OR/NAND/NOR                       80              80             0.821
buffers and inverters                 16             121             0.179
## what timing repair did
| action | CTS | global route |
|---|---|---|
| setup endpoints to repair | 64 | 27 |
| pin swaps | 34 | 5 |
| gates resized | 132 | 25 |
| setup buffers | 17 | 11 |
| cloned | 0 | 0 |
Power figures rest on the tool's default switching activity, not on a simulated workload.
