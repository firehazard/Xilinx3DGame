--- ./design.v ---
module DFF(clk, en, in, out);
  parameter n = 1 ;   
  input clk, en ;
  input [n-1:0] in ;
  output [n-1:0] out ;
  reg [n-1:0] out ;
  always @(posedge clk)
    if (en==1)
      out = in ;
endmodule
module vgamask(clock,reset,enable,X,vga_data,two_bit);
	input clock,reset,enable;
	input [10:0] X;
	input [63:0] vga_data;
	output [1:0] two_bit;
 	wire next_two;
	reg [1:0] two_bit1;
	assign next_two=reset? 2'b00:two_bit1;
	DFF #(1) tworeg(.clk(clock),.en(enable),.in(next_two),.out(two_bit));
   always@(X or vga_data) 
 	begin
	case (X[6:2])
	5'd0: two_bit1=vga_data[63:62];
	5'd1: two_bit1=vga_data[61:60];
	5'd2: two_bit1=vga_data[59:58];
	5'd3: two_bit1=vga_data[57:56];
	5'd4: two_bit1=vga_data[55:54];
	5'd5: two_bit1=vga_data[53:52];
	5'd6: two_bit1=vga_data[51:50];
	5'd7: two_bit1=vga_data[49:48];
	5'd8: two_bit1=vga_data[47:46];
	5'd9: two_bit1=vga_data[45:44];
	5'd10: two_bit1=vga_data[43:42];
	5'd11: two_bit1=vga_data[41:40];
	5'd12: two_bit1=vga_data[39:38];
	5'd13: two_bit1=vga_data[37:36];
	5'd14: two_bit1=vga_data[35:34];
	5'd15: two_bit1=vga_data[33:32];
	5'd16: two_bit1=vga_data[31:30];
	5'd17: two_bit1=vga_data[29:28];
	5'd18: two_bit1=vga_data[27:26];
	5'd19: two_bit1=vga_data[25:24];
	5'd20: two_bit1=vga_data[23:22];
	5'd21: two_bit1=vga_data[21:20];
	5'd22: two_bit1=vga_data[19:18];
	5'd23: two_bit1=vga_data[17:16];
	5'd24: two_bit1=vga_data[15:14];
	5'd25: two_bit1=vga_data[13:12];
	5'd26: two_bit1=vga_data[11:10];
	5'd27: two_bit1=vga_data[9:8];
	5'd28: two_bit1=vga_data[7:6];
	5'd29: two_bit1=vga_data[5:4];
	5'd30: two_bit1=vga_data[3:2];
	5'd31: two_bit1=vga_data[1:0]; 
     default: two_bit1=2'b00;
    endcase
  end
endmodule
--- ./run.sh ---
#!/bin/bash
# OpenROAD 26Q1-2900-gdf79404cd8, Yosys 0.63+post, stock flow scripts
make -C /OpenROAD-flow-scripts/flow DESIGN_CONFIG=/design/flow/config.mk WORK_HOME=/design/flow/orfs finish
--- ./config.mk ---
export PLATFORM = sky130hd
export DESIGN_NAME = vgamask
export DESIGN_NICKNAME = vgamask
export VERILOG_FILES = /design/flow/design.v
export SDC_FILE = /design/flow/constraint.sdc
export NUM_CORES = 4
export LEC_CHECK = 1
export CORE_AREA = 10 10 70 70
export DIE_AREA = 0 0 80 80
--- ./constraint.sdc ---
current_design vgamask

set clk_period 2.2
set clk_io_pct 0.2

create_clock -name clk0 -period $clk_period [get_ports {clock}]

set non_clock_inputs [all_inputs -no_clocks]
set_input_delay [expr $clk_period * $clk_io_pct] -clock clk0 $non_clock_inputs
set_output_delay [expr $clk_period * $clk_io_pct] -clock clk0 [all_outputs]
==> qor.rpt <==
========================================================================================
Run status                                                                  finished, final reports clean
Core Density at Floorplan                                                          0.117
First-pass GRT wire length                                                       2690 µm
Vias after detailed routing                                                          567
Detailed placement HPWL                                                          1600 µm
Area delta synth->final                                                             123%
Die outline width                                                                  80 µm
Top Ports                                                                             80
Height of the die                                                                  80 µm
Hold-fix buffers, CTS                                                                  0
Antenna violations before repair                                                       0
M1 wire length                                                                    780 µm
Placeable core area                                                          0.00342 mm²
Most instantiated library cell after synthesis                                   a21oi_1
Vias in the first global route                                                       566
Signal arrival time at the worst endpoint                                        1800 ps
Combinational cell fraction of total power                                         0.855
Critical Path End                                                             tworeg.out
Number of storage elements in the synthesis netlist                                    1
Total length of routed met2 wires                                                 825 µm
Number of hold violations in the final report                                          0
Initial DRC count                                                                     50
Proportion of synthesized flip-flops having asynchronous set or reset                  0
Switching power share of the total                                                 0.280
Area share, top type                                                              0.0752
Routability congestion estimate from global placement                              0.787
Max reg flops                                                                          1
Log Warnings                                                                          66
Switching Power                                                                  46.8 µW
Worst Setup Start Kind                                                        input port
Largest fanout on the critical path                                                    1
Sequential power share                                                             0.145
Count of flip-flops with a built-in enable after synthesis                             1
Buffers inserted during post-CTS setup optimization                                    0
Cells taking the most area after synthesis                                  edfxtp_1 7.5%, a21oi_1 6.3%, buf_4 5.6%
Routed wl met3                                                                    198 µm
Most common flop cell mapped by yosys                                           edfxtp_1
Area of the mapped netlist                                                       399 µm²
Worst voltage drop across the vdd grid                                         0.0328 mV
Synth Warn #                                                                           3
Highest routing layer actually used                                                 met3
Count of instantiated cells in the yosys netlist                                      56
Number of library cell types mapped by synthesis                                      31
Int Power                                                                         121 µW
Register clock-pin slew on the reported worst setup and hold paths                  0 ps
Routed WL                                                                        1800 µm
Max-cap check violation count                                                          0
Maximum number of pins on one net before global-route repair                          13
ANT nets after route                                                                   0
Share of cells above drive strength 1                                              0.135
Number of remaining DRC errors                                                         0
Ant. Diodes                                                                            0
Final slew viol count                                                                  0
Worst min path class                                                        input port to flip-flop
F_max                                                                          0.484 GHz
GRT Util Overall                                                                  0.0517
Power density over the cells                                                  188 mW/mm²
TritonRoute pass-1 iters                                                               4
Path type of the worst setup path                                           input port to flip-flop
Clock network fraction of design power                                                 0
Data required time at the worst endpoint                                         1930 ps
Leakage power total                                                          0.000337 µW
Cell taking the most area after synthesis                                       edfxtp_1
Worst setup path start                                                      vga_data[48]
Portion of the clock cycle consumed by the worst path in the final layout          0.939
Std cell rows                                                                         21
Sum of negative setup slack                                                         0 ps
Via density per instance                                                            3.99
DIE AREA                                                                     0.00640 mm²
Post-synthesis average cell area                                                7.13 µm²
Final critical delay including setup and external delays                         2060 ps
IO buf count                                                                          40
Register area share after synthesis                                               0.0752
Count of final setup violators                                                         0
Most instantiated cells after synthesis                                     5 x a21oi_1, 4 x nand2_1, 4 x nor2_1
Setup repair after global routing missed its margin                                false
Placed cell count                                                                    142
Critical Path End Type                                                         flip-flop
Yosys Chip Area                                                                  399 µm²
WL/cell                                                                          12.7 µm
Cells after synthesis                                                                 56
Post-Layout Cell Count                                                               142
Grt total ovfl                                                                         0
========================================================================================
-- repair_timing --
action / 4_1_cts / 5_1_grt
resized: 3 / 3
pin swaps: 1 / 2
endpoints found under the setup margin: 1 / 1
endpoints found under the hold margin: 0 / 0
-- stage by stage --
step / utilization / power, µW / hold WS (ps) / area (µm²) / setup WS (ps)
floorplan: - / 77.1 / 552 / 399 / 588
global placement: 0.256 / 164 / 1030 / 875 / -110
detailed placement: 0.256 / 166 / 1030 / 875 / -98.7
CTS: 0.256 / 166 / 1020 / 876 / 50.0
global route: 0.261 / 181 / 1030 / 891 / 24.4
finish: 0.261 / 167 / 1020 / 891 / 135
-- cell families after synthesis --
family          share of synthesized area
buf+inv                             0.129
mux                                 0.194
other cells                       0.00940
flops                              0.0752
simple gates                        0.213
compound gates                      0.379
-- layout make-up --
cell class,instances,area (µm²)
multi-input cells,46,330
flip-flops and latches,1,30.0
fillers,365,2520
well taps,46,57.6
inverters,3,11.3
repair buffers,46,462
-- placed cells by master (no fill, tap or decap), drive strengths merged, types with 3 or more instances in the layout --
cell / instances
a21oi: 5
buf: 6
clkdlybuf4s50: 37
inv: 3
mux2: 4
nand2: 4
nand3: 3
nor2: 4
o21ai: 5
-- per-layer routing --
metal,vias up,global-route usage
met5,-,0
met4,0,0
met3,0,0.0193
met2,22,0.0835
met1,251,0.0679
li1,294,-
-- worst min path at each step --
stage,startpoint,end,cells past startpoint
finish,enable,tworeg.out,1
CTS,enable,tworeg.out,1
global route,enable,tworeg.out,1
-- power groups by stage --
stage	logic (µW)	clock network, µW	registers (µW)
after CTS	141	0	24.3
after global routing	156	0	24.6
final	143	0	24.3
-- worst max-delay path, stage by stage --
cell	delay [ps]
clkdlybuf4s50_1	390
mux4_2	480
a22oi_2	130
nor2_1	60
o31ai_1	220
a21oi_1	80
Power figures rest on the tool's default switching activity, not on a simulated workload.
